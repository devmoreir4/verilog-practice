[./design.v]
module full_adder (
    input wire a,
    input wire b,
    input wire cin,
    output wire sum,
    output wire cout
);
    assign sum = a ^ b ^ cin;
    assign cout = (a & b) | (b & cin) | (a & cin);
endmodule
module adder_subtractor (
    input [7:0] a,
    input [7:0] b,
    input ctrl,           
    output [7:0] result,
    output cout           
);
    wire [7:0] b_xor_ctrl;   
    assign b_xor_ctrl = b ^ {8{ctrl}};
    full_adder_8bit adder (
        .a(a),
        .b(b_xor_ctrl),
        .cin(ctrl),        
        .sum(result),
        .cout(cout)       
    );
endmodule
module full_adder_8bit (
    input [7:0] a,        
    input [7:0] b,        
    input cin,            
    output [7:0] sum,     
    output cout           
);
    wire [7:0] carry;    
    full_adder fa0 (.a(a[0]), .b(b[0]), .cin(cin), .sum(sum[0]), .cout(carry[0]));
    full_adder fa1 (.a(a[1]), .b(b[1]), .cin(carry[0]), .sum(sum[1]), .cout(carry[1]));
    full_adder fa2 (.a(a[2]), .b(b[2]), .cin(carry[1]), .sum(sum[2]), .cout(carry[2]));
    full_adder fa3 (.a(a[3]), .b(b[3]), .cin(carry[2]), .sum(sum[3]), .cout(carry[3]));
    full_adder fa4 (.a(a[4]), .b(b[4]), .cin(carry[3]), .sum(sum[4]), .cout(carry[4]));
    full_adder fa5 (.a(a[5]), .b(b[5]), .cin(carry[4]), .sum(sum[5]), .cout(carry[5]));
    full_adder fa6 (.a(a[6]), .b(b[6]), .cin(carry[5]), .sum(sum[6]), .cout(carry[6]));
    full_adder fa7 (.a(a[7]), .b(b[7]), .cin(carry[6]), .sum(sum[7]), .cout(cout));
endmodule
[./run.sh]
#!/bin/bash
# OpenROAD 26Q1-2900-gdf79404cd8, Yosys 0.63+post, stock flow scripts
make -C /OpenROAD-flow-scripts/flow DESIGN_CONFIG=/design/flow/config.mk WORK_HOME=/design/flow/orfs finish
[./config.mk]
export PLATFORM = sky130hd
export DESIGN_NAME = adder_subtractor
export DESIGN_NICKNAME = adder_subtractor
export VERILOG_FILES = /design/flow/design.v
export SDC_FILE = /design/flow/constraint.sdc
export NUM_CORES = 4
export LEC_CHECK = 1
export CORE_AREA = 10 10 70 70
export DIE_AREA = 0 0 80 80
[./constraint.sdc]
current_design adder_subtractor

set clk_period 4.9
set clk_io_pct 0.2

create_clock -name clk0 -period $clk_period

set non_clock_inputs [all_inputs -no_clocks]
set_input_delay [expr $clk_period * $clk_io_pct] -clock clk0 $non_clock_inputs
set_output_delay [expr $clk_period * $clk_io_pct] -clock clk0 [all_outputs]
==> out/metrics.csv <==
metric,value,unit
hold crit path type,in2out,
Slew @ Worst Pin,0.2137,ns
"Power, Total",0.08269,mW
Hold Path Origin,a[0],
"non-filler cells, final",102,
hold depth,3,
Syn Inst Count,37,
FF/Latch Area,0,µm²
Core ar.,3416,µm²
antenna cells,0,
Pleak,0.2812,nW
crit path from,ctrl,
Synth Seq Share,0,%
Starting Density,9.890,%
worst path arrival time,3.79,ns
first-pass GRT wire length,1552,µm
max cap viols,0,
Final Max Tran Viols,0,
IO Pins,26,
largest net degree at the start of global routing,7,
Hold Slack,2.519,ns
Setup-failing EPs final,0,
synth-to-layout area growth,91.48,%
count of cell types in the netlist,7,
fmax,209.8,MHz
Die Y,80,µm
final wirelength,921,µm
startpoint types,input port,
Placer Congestion,0.8248,
Final Hold Viols,0,
drt first pass iters,2,
Yosys chip area,337.8,µm²
DRC,0,
Yosys Warn Count,0,
Netlist Area Pre-Place,337.8,µm²
multi-input logic area,266.5,µm²
die area,6400,µm²
post-DP HPWL,861.8,µm
Power Dens Cells,127.8,nW/µm²
placed insts,102,
via total after detailed routing,275,
min Tclk post-route,4.766,ns
Rel. slew slack,85.65,%
Filler Cell Count,374,
number of buffers added on ports,26,
CP required,3.92,ns
Wirelength per Cell,9.029,µm
status,completed,
initial drt markers,1,
initial antenna violation count,0,
Worst Hold End,result[0],
GRT Residual Overflow,0,
"Avg Cell Area, Syn",9.130,µm²
ys cells,37,
tool warnings,34,
RSZ-0062 raised after global routing,true,
ANT nets after route,0,
GRT Overall Usage,2.977,%
VDD IR max,56.96,µV
drt via density,2.696,
CP Capture Type,primary output,
flop count,0,
share of cells above drive strength 1,33.93,%
vias in the first global route,317,
die width,80,µm
row count,21,
hold buffers post-CTS,0,
clkbuf count,0,
critical path type,in2out,
post-layout period usage of the worst path,97.27,%
crit path max fanout,3,
[stage by stage]
stage	setup TNS (ns)	utilization, %	worst slack, ns	instance area [µm²]
6_report	0	18.94	0.1335	646.9
5_1_grt	0	18.94	0.0003508	646.9
4_1_cts	-0.1710	18.17	-0.1710	620.6
3_5_place_dp	-2.252	17.84	-0.8409	609.3
3_3_place_gp	-2.241	17.84	-0.8442	609.3
2_1_floorplan	0	-	0.02686	347.8
[how the worst max path moves through the flow]
stage     slack (ns)         to
6_report        0.13  result[7]
5_1_grt       0.0004  result[7]
4_1_cts        -0.17  result[7]
[cell usage after synthesis]
library cell	number	area, µm²
xnor2_1	5	43.79
fa_1	7	140.1
buf_4	8	60.06
buf_6	1	11.26
xor2_1	3	26.28
mux2_2	1	11.26
inv_1	12	45.04
[power by group]
part	leakage, nW	switching, mW	total (mW)	internal (mW)
combinational	0.281	0.0265	0.0827	0.0562
sequential	0	0	0	0
clock	0	0	0	0
total	0.281	0.0265	0.0827	0.0562
[cell usage in the layout (no fill, tap or decap), types with 3 or more instances in the layout]
cell / count
xnor2_1: 4
fa_2: 6
inv_2: 3
inv_1: 9
clkdlybuf4s50_1: 16
[logic make-up (layout without fill, tap and decap cells)]
group                      Yosys count  after routing  share of synthesized area (%)
adders and majority gates            7              7                          41.48
buffers and inverters               21             40                          34.44
muxes                                1              1                          3.333
xor gates and xnor gates             8              8                          20.74
[metal layers]
layer | part of all wire [%] | vias to the layer above | GRT usage, %
li1 | - | 128 | -
met1 | 48 | 121 | 4.172
met2 | 26 | 26 | 3.291
met3 | 26 | 0 | 2.841
met4 | 0 | 0 | 0
met5 | 0 | - | 0
[worst max-delay path, stage by stage]
cell	delay, ns
buf_12	0.11
xor2_4	0.16
fa_2	0.22
inv_2	0.04
fa_2	0.33
fa_2	0.35
fa_2	0.34
fa_2	0.34
fa_2	0.34
inv_2	0.06
fa_1	0.40
buf_2	0.12
[layout make-up]
cell class / count / area share (%)
multi-input cells: 16 / 41.20
inverters: 12 / 6.963
repair buffers: 28 / 42.94
well taps: 46 / 8.897
[repair_timing]
action,CTS,global route
pin swaps,8,8
gates cloned,0,0
endpoints found under the setup margin,4,3
resized,37,6
buffers inserted,0,0
No activity file was given, so power comes from the tool's default toggle rates.
