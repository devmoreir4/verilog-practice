### ./design.v
module MemoriaRAM(clk, A, WD, WE, RD);  
	input clk, WE;
	input[7:0] A, WD;
	output[7:0] RD;
	reg[0:7] dados[0:255];
	assign RD = dados[A];
	integer i;
	initial begin
		for(i=0; i<256; i=i+1) begin
			dados[i] = 0;
		end
	end
	always@(posedge clk) begin
		if(clk == 1) begin
			if(WE == 1) begin
				dados[A] = WD;
			end
		end
	end
endmodule
### ./run.sh
#!/bin/bash
# OpenROAD 26Q1-2900-gdf79404cd8, Yosys 0.63+post, stock flow scripts
make -C /OpenROAD-flow-scripts/flow DESIGN_CONFIG=/design/flow/config.mk WORK_HOME=/design/flow/orfs finish
### ./config.mk
export PLATFORM = sky130hd
export DESIGN_NAME = MemoriaRAM
export DESIGN_NICKNAME = MemoriaRAM
export VERILOG_FILES = /design/flow/design.v
export SDC_FILE = /design/flow/constraint.sdc
export NUM_CORES = 4
export LEC_CHECK = 1
export CORE_UTILIZATION = 50
### ./constraint.sdc
current_design MemoriaRAM

set clk_period 17.5
set clk_io_pct 0.2

create_clock -name clk0 -period $clk_period [get_ports {clk}]

set non_clock_inputs [all_inputs -no_clocks]
set_input_delay [expr $clk_period * $clk_io_pct] -clock clk0 $non_clock_inputs
set_output_delay [expr $clk_period * $clk_io_pct] -clock clk0 [all_outputs]
==> results.ini <==
[outcome]
status=complete, no violations

[clock_tree]
clk_path_buf_depth=3
cts_root_buf=clkbuf_16
cts.hold.buffers_added=0
cts_max_level=4
cts_tree=yes
cts.sinks=2048
cts_setup_buffers=0
cts_buffers=200
cts-resized-gates=0
clk_pin_slew_ns=0.06

[route]
diodes=0
drtPass1Iterations=7
avgViaCountPerCell=6.24
wirelength_um=187000
antenna_left=0
wl_per_cell_um=31.7
drcViolationCount=0
initialDrtViolationCount=2438
via_count=36800

[worst_hold_path]
min_path_type=input pin to flip-flop
min_from=WD[0]

[synth]
simple_gate_share_pct=1.74
top_logic_kind=multiplexers
ys_ff=2048
fa_ha_area_share_pct=0
ys_seq_share_pct=78.5
yosys_area_um2=78300
ys_cells=3539
aoi_share_pct=3.63
topCellsByArea=edfxtp_1 79%, mux4_2 15%, a22oi_1 2.5%
postSynthAreaPerCell_um2=22.1
ys_types=21
syn_inst=3539
xor_area_share_pct=0
yosysWarnings=1
yosysTopAreaCell=edfxtp_1
ys_sh_mux_pct=14.7
synth_area_um2=78300
top_area_share_pct=78.5

[sta]
hold_viol=0
rsz0062_at_grt=no
max_slew_margin_pct=2.76
setup_ws_ns=4.72
fin_crit_sh_pct=73.0
min_period_ns=12.78
fmax_mhz=78.2
fin_tns_setup_ns=0
maxSlewViolCount=0
worst_hold_slack_ns=3.17
setup-violations-final=0
worstMarginPinSlew_ns=1.44

[setup_path]
arrival_ns=9.28
setup.worst_path.start=A[0]
worst_setup_path_end_kind=output port
start_kind=input pin
required_ns=14.00
crit_path_max_fanout=69
criticalPathCategory=input pin to output port

[pwr]
p_per_area_nw_per_um2=114
irDropWorstVdd_uv=113
p_leak_nw=26.6
total_power_mw=9.99

[floorplan]
ios=26
core_um2=155000
die_area_um2=158000
initCoreUtil_pct=50.6
die-height_um=398
rows=144
die_w_um=398

[place]
place.detailed.hpwl_um=112000
dp.cells=5532
place_congestion=0.876
place_ws_ns=4.65
portBuffers=25

[global_routing]
grt_pass1_vias=41600
grt_max_degree=110
overflow=0
grt_usage_pct=27.5
grt_pass1_wl_um=275000
antenna_found_initial=5

[cells_and_area]
lay_top_count=edfxtp_1
fin_cells=5901
largest_register_ffs=2048
lay_top_cells=2048 x edfxtp_1, 512 x mux4_2, 256 x a22oi_1, 231 x nor2_1, 203 x clkbuf_16
final_layout_size_suffix_gt1_share_pct=25.4
areaGrowthSynthToFinish_pct=12.0

[flow_run]
warnings=30
maxCapViolCount=0

==> kinds of logic after synthesis <==
| group | Yosys count |
|---|---|
| DFF | 2048 |
| muxes | 512 |
| AOI/OAI and AO/OA | 416 |
| and+or+nand+nor | 330 |
| buffers and inverters | 233 |
==> path summary, 6_finish.rpt <==
path           end  slack (ns)  depth (start not counted)
max          RD[2]        4.72                         10
min   dados[91][0]        3.17                          1
==> per-layer routing <==
| layer | vias to the layer above | track usage (%) | share of wire [%] |
|---|---|---|---|
| met4 | 17 | 4.42 | 2.1 |
| met5 | - | 2.24 | 0.22 |
| met1 | 18700 | 35.8 | 32 |
| li1 | 15400 | - | - |
| met2 | 2464 | 38.7 | 47 |
| met3 | 272 | 22.8 | 19 |
==> worst max-delay path, cell delays in order <==
cell and delay [ns]:
buf_8 0.47, buf_4 0.51, buf_4 0.70, buf_12 0.53
mux4_2 0.63, a22oi_1 0.24, a21oi_1 0.26, o41ai_1 1.29
nand4_1 0.44, clkdlybuf4s50_1 0.56
==> cell usage after synthesis <==
| cell | instances |
|---|---|
| a21oi_1 | 128 |
| a22oi_1 | 256 |
| and2_1 | 3 |
| buf_1 | 19 |
| buf_2 | 36 |
| buf_4 | 16 |
| buf_6 | 16 |
| clkbuf_1 | 145 |
| edfxtp_1 | 2048 |
| inv_1 | 1 |
| mux4_2 | 512 |
| nand2_1 | 28 |
| nand2b_1 | 6 |
| nand3_1 | 13 |
| nand4_1 | 8 |
| nor2_1 | 232 |
| nor2b_1 | 7 |
| nor3_1 | 30 |
| o41ai_1 | 32 |
| or2_2 | 2 |
| or3_1 | 1 |
==> cell type report <==
cell class / count / area (um2)
clock buffer: 231 / 5180
clock inverter: 138 / 1180
fill: 10800 / 67100
inverter: 1 / 3.75
multi-input combinational: 1258 / 15800
sequential: 2048 / 61500
tap: 2044 / 2560
timing repair buffer: 181 / 1500
==> report_power, final <==
group          switching [mW]  internal (mW)  total, mW
clock                    1.79           2.35       4.13
sequential            0.00224           5.41       5.41
combinational           0.294          0.154      0.449
==> through the flow <==
| stage | instance area [um2] | utilization, % |
|---|---|---|
| finish | 87700 | 56.7 |
| global route | 87700 | 56.7 |
| CTS | 87700 | 56.7 |
| detailed placement | 81300 | 52.6 |
| global placement | 81300 | 52.6 |
| floorplan | 78300 | - |
